### design/flow/design.v
`timescale 1ns / 1ps
module magnitude_wrapper(
	input aclk,
	input aresetn,
	input s_i_data_valid,
	output reg s_o_data_ready,
	input [31:0] s_i_data,
	output reg m_o_data_valid,
	input m_i_data_ready,
	output reg [31:0] m_o_data
    );
	reg [31:0] o_data_temp;
	reg [15:0] data_real;
	reg [15:0] data_imag;
	reg start_calc;
	reg ack_calc;
	always @ (posedge aclk)
		begin
			if (aresetn == 0) begin
				s_o_data_ready = 1'b0;
				start_calc = 1'b0;
			end
			if (ack_calc == 1'b1) begin
				start_calc = 0;
			end
			if ( (s_i_data_valid == 1'b1) && (ack_calc == 0)) begin
				data_real = s_i_data[15:0];
				data_imag = s_i_data[31:16];
				if (data_real[15] == 1'b1) begin
					data_real = ~data_real + 16'd1;
				end
				if (data_imag[15] == 1'b1) begin
					data_imag = ~data_imag + 16'd1;
				end
				s_o_data_ready = 1;
				start_calc = 1'b1;
			end
		end
	always @ (posedge aclk)
		begin
			if (aresetn == 0) begin
				ack_calc = 0;
			end
			if (start_calc == 1'b1) begin
				ack_calc = 1;
				o_data_temp = data_real*data_real + data_imag*data_imag;
			end
			else begin
				ack_calc = 0;
			end
		end
	always @ (posedge aclk)
		begin
			if (aresetn == 0) begin
				m_o_data_valid = 1'b0;
			end
			if (m_i_data_ready == 1'b1) begin
				if (ack_calc == 0) begin
					m_o_data_valid = 1'b0;
				end
				else begin
					m_o_data_valid = 1'b1;
					m_o_data = o_data_temp;
				end
			end
		end
endmodule
### design/flow/run.sh
#!/bin/bash
# OpenROAD 26Q1-2900-gdf79404cd8, Yosys 0.63+post, stock flow scripts
make -C /OpenROAD-flow-scripts/flow DESIGN_CONFIG=/design/flow/config.mk WORK_HOME=/design/flow/orfs finish
### design/flow/config.mk
export PLATFORM = sky130hd
export DESIGN_NAME = magnitude_wrapper
export DESIGN_NICKNAME = magnitude_wrapper
export VERILOG_FILES = /design/flow/design.v
export SDC_FILE = /design/flow/constraint.sdc
export NUM_CORES = 4
export LEC_CHECK = 1
export CORE_UTILIZATION = 30
### design/flow/constraint.sdc
current_design magnitude_wrapper

set clk_period 17.2
set clk_io_pct 0.2

create_clock -name clk0 -period $clk_period [get_ports {aclk}]

set non_clock_inputs [all_inputs -no_clocks]
set_input_delay [expr $clk_period * $clk_io_pct] -clock clk0 $non_clock_inputs
set_output_delay [expr $clk_period * $clk_io_pct] -clock clk0 [all_outputs]
==> reports/results.ini <==
[final_timing]
slew_headroom = 0.4715
post-route-period-util = 0.4462
slew_viol_final = 0
clock_skew_ps = 13.55
rsz0062_at_grt = false
setup_viol_count_final = 0
timing.setup.tns_ps = 0
worst_slew_pin_slew_ps = 792.7
hold_violations = 0
period_needed_ps = 7675
fmax_mhz = 130.3

[synth]
synth_cell_type_count = 56
ys_area_um2 = 18480
yosysTopAreaCellShare = 0.4160
syn_area_um2 = 18480
syn_avg_cell_area_um2 = 10.40
syn_inst = 1777
top_cell = inv_1
ys_seq_share = 0.1609
ys.flops = 100
ys_top_cells_by_count = inv_1, fa_1, ha_1
yosysWarnings = 1
ff_type = edfxtp_1
top_area_cell = fa_1
yosysCellCount = 1777
postSynth.asyncResetShare = 0
synthTopCellsByArea = fa_1, edfxtp_1, ha_1
edf_count = 97

[floorplanning]
die_h_um = 250.2
initial_core_util = 0.3050
io_pins = 70
die_w_um = 250.2
die_area_um2 = 62590
row_count = 90
core_area_um2 = 60580

[clock_network]
numCtsBuffers = 9
ctsHtreeMaxLevel = 3
clock_latency_ps = 380
cts_hold_buf = 0
clkTransAtPathRegs_ps = 70
cts_resized = 0
cts-root-buf = clkbuf_16
post-cts-setup-buffers = 0
cts.sinks = 100
cts.path.max_buffers = 2
cts_tree = yes

[drt]
finalWirelength_um = 36930
drtIter0Drc = 449
first_pass_iters = 5
routedWlPerCell_um = 14.20
antenna_cells = 0
post-route-drc-count = 0
drtAntennaViolNets = 0
via_per_inst = 4.444
num_vias = 11550

[worst_setup_path]
r2r_slack_ps = 9530
cp_cell_sequence = inv_1 -> nor2_1 -> ha_1 -> inv_1 -> fa_1 -> fa_1 -> fa_1 -> inv_1 -> fa_1 -> fa_1 -> fa_1 -> fa_1 -> ha_1 -> nand3_1 -> a211o_1 -> a21boi_1 -> nor2_1 -> o41ai_2 -> xnor2_1
rr_worst_depth = 19
cp_top_family = adder cells
end_kind = flop
critPathSlowestCell = edfxtp_1
cp_common_cell = fa_1
cpPeakStageDelay_ps = 750
crit_type = reg -> reg
cp.buffers_inverters = 3
critPathMaxFanout = 14
worstPathRequired_ps = 17330
r2r-end = o_data_temp[31]
worstPathArrival_ps = 7800
reg2reg_from = data_real[1]
startpoint_type = flop

[grt]
grt_usage = 0.1323
antenna_found_initial = 0
grt_pass1_vias = 12670
grt_pass1_wl_um = 62410
grt_max_degree = 34
overflow = 0

[run_status]
status = finished clean

[placement]
place.gp.congestion = 0.9922
io_buffers = 69
dp_hpwl_um = 32270
dpl.cell_count = 2584

[cells_and_area]
area_delta_synth_final_pct = 9.730
post_route_cells_drive_above_1_share = 0.02035
post_layout_nonfiller_instances = 2600

[hold_path]
worstHoldPathCells = 0
whs_endpoint = ack_calc
min_from = start_calc
hp-class = reg -> reg

[flow_run]
warning_count = 35
maxCapViolCount = 0

[layout by cell type (no fill, tap or decap), drive strengths merged, types with 4 or more instances in the layout]
cell type and count:
clkbuf 9, nand4 6, clkdlybuf4s50 69, nand3 10, o31ai 7, and2 129
a21oi 32, xnor2 56, and3 4, xor2 18, o21ai 25, edfxtp 97
fa 384, buf 4, ha 195, nor2 30, a21o 17, o21bai 6
nor2b 9, or3 6, inv 514, nand2 132, o41ai 4
[sequential cells by signal, indices dropped and copies added, names as in the netlist]
signal / count
ack_calc: 1
data_imag: 16
data_real: 16
m_o_data: 32
m_o_data_valid: 1
o_data_temp: 32
s_o_data_ready: 1
start_calc: 1
[kinds of logic (layout without fill, tap and decap cells)]
| kind of cell | after synthesis | in the layout | share of synthesized area |
|---|---|---|---|
| buffers and inverters | 559 | 600 | 0.1142 |
| AND/OR/NAND/NOR | 344 | 344 | 0.09540 |
| AND-OR/OR-AND | 118 | 118 | 0.04469 |
| multiplexers | 3 | 3 | 0.001760 |
| XOR/XNOR | 74 | 74 | 0.03507 |
| flip-flops | 100 | 100 | 0.1609 |
| adder cells (fa/ha/maj) | 579 | 579 | 0.5480 |
[how the worst max path moves through the flow]
stage         slack [ps]         endpoint          from  cells past startpoint
finish              9530  o_data_temp[31]  data_real[1]                     19
global route        9180  o_data_temp[31]  data_real[1]                     19
CTS                 9630  o_data_temp[25]  data_real[1]                     20
[worst reg2reg max path: cells and delay by family (launching register included)]
family | cells | cell delay (ps)
buf+inv | 3 | 500
xor+xnor | 1 | 100
simple gates | 3 | 820
compound gates | 3 | 1040
fa+ha+maj | 9 | 4210
flops | 1 | 750
[cell type report]
cell class | instances | area (um2)
fill | 5985 | 40310
multi-input combinational | 1118 | 13400
sequential | 100 | 2973
inverter | 511 | 1918
tap | 782 | 978.4
timing repair buffer | 73 | 720.7
clock buffer | 9 | 225.2
clock inverter | 7 | 57.56
[metrics by stage]
step                      cell area, um2  setup slack (ps)  hold slack, ps    util
after global placement             19990              9604           364.0  0.3300
after detailed placement           19990              9648           367.1  0.3300
after global routing               20280              9177           384.3  0.3347
after CTS                          20280              9627           377.9  0.3347
final                              20280              9525           376.2  0.3347
after floorplan                    18480             10390           400.3       -
[layer usage]
layer  share of wire  track usage  vias up
met5               0            0        -
met4           0.015      0.01543        0
met3           0.055      0.03437       35
met2            0.55       0.2344      227
met1            0.38       0.1709     5905
li1                -            -     5387
